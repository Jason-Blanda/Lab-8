==> flow/run.sh <==
#!/bin/bash
# OpenROAD 26Q1-2900-gdf79404cd8, Yosys 0.63+post, stock flow scripts
make -C /OpenROAD-flow-scripts/flow DESIGN_CONFIG=/design/flow/config.mk WORK_HOME=/design/flow/orfs finish
==> flow/config.mk <==
export PLATFORM = sky130hd
export DESIGN_NAME = data_mem
export DESIGN_NICKNAME = data_mem
export VERILOG_FILES = /design/flow/design.v
export SDC_FILE = /design/flow/constraint.sdc
export NUM_CORES = 4
export LEC_CHECK = 1
export CORE_UTILIZATION = 30
export SYNTH_HDL_FRONTEND = slang
==> flow/constraint.sdc <==
current_design data_mem

set clk_period 3.2
set clk_io_pct 0.2

create_clock -name clk0 -period $clk_period [get_ports {clk}]

set non_clock_inputs [all_inputs -no_clocks]
set_input_delay [expr $clk_period * $clk_io_pct] -clock clk0 $non_clock_inputs
set_output_delay [expr $clk_period * $clk_io_pct] -clock clk0 [all_outputs]
==> flow/design.v <==
module data_mem(
 input clk,
 input [15:0] mem_access_addr,
 input [15:0] mem_write_data,
 input mem_write_en,
 input mem_read,
 output [15:0] mem_read_data
);
reg [15:0] memory [15:0];
wire [2:0] ram_addr=mem_access_addr[2:0];
 always @(posedge clk) begin
  if (mem_write_en)
   memory[ram_addr] <= mem_write_data;
 end
 assign mem_read_data = (mem_read==1'b1) ? memory[ram_addr]: 16'd0; 
endmodule
==> impl_metrics.yaml <==
# generated from flow reports
critical_path:
  cp_slowest_cell: "clkdlybuf4s50_1"
  biggest_cell_delay_along_the_critical_path_ps: 470
  timing.critical_path.fanout_max: 9
  worstPathCellList: "clkdlybuf4s50_1 -> buf_6 -> buf_4 -> mux2i_1 -> a211oi_1 -> o31a_1 -> clkdlybuf4s50_1"
  crit_type: "in2out"
  timing.critical_path.required_ps: 2560
  worst-endpoint-arrival_ps: 2510
  crit_path_end_kind: "output port"
  cell_mode_on_critical_path: "clkdlybuf4s50_1"
  worst_setup_path_start_kind: "primary input"
synth:
  synth.cellmix.simpleShare: 0.0330
  syn_area_per_cell_um2: 17.3
  syn_inst: 293
  synth_top_cell_by_area: "edfxtp_1"
  flop_cell: "edfxtp_1"
  ys_cells: 293
  synthesis.yosys.warnings: 0
  yosys_register_bits: 128
  ys_top_cells_by_count: "edfxtp_1 (128), mux2i_1 (54), o22ai_1 (19), nor2_1 (13), o21a_1 (10)"
  mux_area_fraction: 0.112
  async_reset_ff_frac: 0
  xor_area_frac: 0
  synthesis.area_um2: 5080
  netlist-cell-type-count: 30
  ys_sh_adder: 0
  largest_family_of_logic_cells_by_area: "multiplexers"
  synthAoiAreaFrac: 0.0754
  synth-edff-count: 128
  synth-area-yosys_um2: 5080
  synth_sequential_area_ratio: 0.757
  share_of_yosys_cell_area_claimed_by_the_top_area_cell_type: 0.757
  synth.area.top_cells: "edfxtp_1 (76%), mux2i_1 (11%), o22ai_1 (2.3%)"
  netlist.top_cell.by_instances: "edfxtp_1"
placement:
  dp_slack_ps: 4.69
  place.gp.congestion: 0.757
  placed_area_um2: 5880
  port_buffers: 37
  dp_hpwl_mm: 6.17
final_timing:
  max-slew-margin-rel: 0.602
  setup_repair_after_global_routing_missed_its_margin: "no"
  report.final.hold_viol_count: 0
  tns_ps: 0
  setup_ws_final_ps: 49.1
  achievable-frequency_mhz: 317
  period_needed_ps: 3150
  final_min_period_over_clock_period: 0.985
  slew_viol_final: 0
  setup_viol: 0
  worstMarginPinSlew_ps: 594
routing:
  drt-vias-per-instance: 4.73
  route.final.wire_length_mm: 10.1
  drt-initial-drc-count: 122
  drc: 0
  via_count: 2794
  iteration_tally_of_the_first_detailed_router_pass: 6
  antenna-diode-count: 0
  ant_nets: 0
  avgRoutedWirePerCell_um: 17.1
floorplanning:
  io_pins: 51
  fp.coreArea_um2: 16600
  chipArea_um2: 17500
  initial_utilization: 0.306
  fp.dieH_um: 132
  die.size.x_um: 132
  rows: 47
cts:
  cts_made_buffers: 17
  cts.repair_timing.setup_buffer_count: 0
  post_cts_hold_buffer_count: 0
  tritoncts_clock_tree: "done"
  cts-root-buf: "clkbuf_16"
  h-tree-depth: 4
  numClockSinks: 128
  clock_tree.buffer_depth: 2
  clkSlewWorstSetupHoldPaths_ps: 50
cells_and_area:
  area_growth_pct: 28.2
  final.fill_count: 1495
  finish.instance_area_um2: 6510
  largest-register: "memory"
  post-route-util: 0.393
  biggestRegsByFlops: "memory: 128 flops"
  largest_register_ffs: 128
  drive_above_1_share: 0.194
power:
  static-leakage-power_nw: 2.25
  p_int_mw: 3.24
  switching_share: 0.194
  p_sw_mw: 0.782
  share_seq_of_total_power: 0.476
  combinationalPowerShare: 0.066
  power.clock.fraction: 0.458
  largest_voltage_drop_on_the_vdd_net_mv: 0.372
  power-per-cell-area_nw_per_um2: 618
global_route:
  first_global_vias: 2944
  grt_usage: 0.129
  overflow: 0
  grt_start_max_net_pins: 33
  grt_pass1_wl_mm: 15.8
  grt_antenna_before_repair: 0
flow_run:
  log.warning_count: 38
  drv_cap: 0
outcome:
  outcome: "finished clean"
min_path:
  hold_class: "in2reg"
## worst max-delay path, delay by kind of cell
family | cells | cell delay [ps]
muxes | 1 | 90
buffers and inverters | 4 | 1270
AOI/OAI and AO/OA | 2 | 510
## cells in the final DEF, fill, tap and decap left out, types with 3 or more instances in the layout
cell / count
edfxtp_1: 128
a211oi_1: 5
clkinv_2: 3
buf_12: 4
mux2i_1: 52
o21a_1: 10
bufinv_16: 3
o22ai_1: 19
clkinvlp_4: 3
buf_6: 4
nand2_1: 9
clkbuf_16: 17
a21oi_1: 5
buf_4: 21
o31a_1: 6
clkdlybuf4s50_1: 36
nor2_1: 13
## worst paths after layout
path | slack [ps] | startpoint | to | cells past startpoint
setup / recovery | 50 | mem_access_addr[1] | mem_read_data[7] | 7
hold / removal | 810 | mem_access_addr[0] | memory[0][14]$_DFFE_PP_ | 2
## power groups by stage
stage	clock, mW	combinational (mW)	sequential (mW)
4_1_cts	1.87	0.263	1.92
5_1_grt	1.94	0.289	1.92
6_report	1.84	0.265	1.92
## final cells by class
| class | count | area, µm² | share of cell area |
|---|---|---|---|
| sequential | 128 | 3840 | 0.590 |
| clock inverter | 12 | 144 | 0.0221 |
| inverter | 1 | 3.75 | 0.000577 |
| timing repair buffer | 65 | 643 | 0.0988 |
| tap | 220 | 275 | 0.0423 |
| multi-input combinational | 146 | 1170 | 0.179 |
| clock buffer | 19 | 433 | 0.0665 |
## routing by layer
| metal | track usage | routed length [µm] | up-vias |
|---|---|---|---|
| met1 | 0.164 | 4090 | 1354 |
| li1 | - | - | 1303 |
| met2 | 0.207 | 4920 | 115 |
| met3 | 0.0593 | 828 | 22 |
| met5 | 0 | 0 | - |
| met4 | 0.0291 | 265 | 0 |
## per-stage QoR
step	power (mW)	std cells	hold WS (ps)
finish	4.02	591	812
global route	4.15	591	830
CTS	4.04	591	801
detailed placement	2.21	560	1220
global placement	2.20	560	1210
floorplan	2.08	293	739
## what timing repair did
item / in CTS / in global routing
endpoints found under the setup margin: 2 / 11
pin swaps: 0 / 1
gates resized: 1 / 12
hold endpoints to repair: 0 / 0
## cell families after synthesis
group | after synthesis
buffers and inverters | 19
multiplexers | 56
flip-flops | 128
AND/OR/NAND/NOR | 36
AND-OR/OR-AND | 54
No activity file was given, so power comes from the tool's default toggle rates.
