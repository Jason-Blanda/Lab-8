## flow/design.v

```verilog
module alu(       
      input [15:0] a, b,          
      input [2:0] alu_ctrl,       
      output reg [15:0] result,         
      output zero  
   );  
 always @(*) 
 begin   
      case(alu_ctrl)  
      3'b000: result = a + b; 
      3'b001: result = a - b; 
      3'b010: result = a & b; 
      3'b011: result = a | b;   
      3'b100: begin if (a<b) result = 16'd1;  
                     else result = 16'd0;  
                     end  
      default:result = a + b; 
      endcase  
 end  
 assign zero = (result==16'd0) ? 1'b1: 1'b0;  
 endmodule  
```

## flow/run.sh

```bash
#!/bin/bash
# OpenROAD 26Q1-2900-gdf79404cd8, Yosys 0.63+post, stock flow scripts
make -C /OpenROAD-flow-scripts/flow DESIGN_CONFIG=/design/flow/config.mk WORK_HOME=/design/flow/orfs finish
```

## flow/config.mk

```make
export PLATFORM = sky130hd
export DESIGN_NAME = alu
export DESIGN_NICKNAME = alu
export VERILOG_FILES = /design/flow/design.v
export SDC_FILE = /design/flow/constraint.sdc
export NUM_CORES = 4
export LEC_CHECK = 1
export CORE_UTILIZATION = 30
export SYNTH_HDL_FRONTEND = slang
```

## flow/constraint.sdc

```tcl
current_design alu

set clk_period 9.4
set clk_io_pct 0.2

create_clock -name clk0 -period $clk_period

set non_clock_inputs [all_inputs -no_clocks]
set_input_delay [expr $clk_period * $clk_io_pct] -clock clk0 $non_clock_inputs
set_output_delay [expr $clk_period * $clk_io_pct] -clock clk0 [all_outputs]
```

==> flow_metrics.py <==
# Synthesis and PnR figures
metrics = {
    "status": {
        "status": "finished clean",
    },
    "worst_setup_path": {
        "required_ns": 7.52,
        "crit_path_start": "alu_ctrl[0]",
        "startpoint_type": "primary input",
        "crit_fanout": 31,
        "endpoint_kind": "primary output",
        "crit_arrival_ns": 5.88,
        "crit_type": "in -> out",
    },
    "global_route": {
        "antenna_found_initial": 0,
        "grt.total_usage_pct": 16.84,
        "grt_pass1_vias": 2493,
        "grt_pass1_wl_mm": 12.21,
        "grt_max_degree": 32,
        "grt-ovfl-total": 0,
    },
    "yosys": {
        "yosys_warnings": 0,
        "ys_chip_area_um2": 2602,
        "simple_gate_area_share_pct": 21.44,
        "synthXorXnorAreaFrac_pct": 1.683,
        "yosys.stat.seqShare_pct": 0,
        "ys_cells": 376,
        "top_area_cell": "ha_1",
        "netlist_top_cells_area": "ha_1 (24%), inv_1 (7.2%), a21oi_1 (5.2%)",
        "ys_sh_mux_pct": 3.558,
        "syn_inst": 376,
        "top_logic_kind": "AND-OR/OR-AND gates",
        "avgSynthCellArea_um2": 6.922,
        "aoi_share_pct": 36.63,
        "synth_cell_types": 66,
        "fa_ha_area_share_pct": 25.10,
        "top_area_share_pct": 23.56,
        "synth.cell_area_um2": 2602,
    },
    "cells_and_area": {
        "seq_area_um2": 0,
        "area_growth_pct": 22.12,
        "drive_gt1_share_pct": 6.083,
        "clkbuf_count": 0,
        "fin_cells": 516,
        "flops": 0,
        "fillers": 884,
    },
    "floorplanning": {
        "io_pins": 52,
        "die.size.x_um": 95.14,
        "rows": 33,
        "chip_area_um2": 9052,
        "fp.dieH_um": 95.14,
        "core_um2": 8299,
        "fp_util_pct": 31.36,
    },
    "timing": {
        "whs_ns": 4.992,
        "worst_slew_pin_slew_ns": 0.7957,
        "fin_tns_setup_ns": 0,
        "finalHoldViolations": 0,
        "fmax_mhz": 128.8,
        "report.final.slew_viol_count": 0,
        "finalSetupViolations": 0,
        "period_needed_ns": 7.761,
        "post-route-period-util_pct": 82.57,
        "rsz0062_at_grt": "false",
        "maxSlewHeadroom_pct": 46.58,
    },
    "clock_network": {
        "postCtsResizedCells": 0,
        "hold_buffers": 0,
        "post_cts_buffers": 0,
    },
    "flow_run": {
        "max-cap-violations": 0,
        "openroad.warnings": 65,
    },
    "power": {
        "p_leak_nw": 1.436,
        "p_per_area_nw_per_um2": 61.17,
        "max-vdd-ir-drop_mv": 0.02117,
    },
    "detailed_routing": {
        "dr.pass1.iters": 5,
        "drt_iter0_markers": 193,
        "drc": 0,
        "routed_wirelength_mm": 7.597,
        "avgViaCountPerCell": 5.471,
        "diodes": 0,
        "vias": 2823,
        "ant_nets": 0,
        "wl_per_cell_um": 14.72,
    },
    "placed_design": {
        "gp_congestion": 0.8967,
        "placed_cells_incl_taps": 516,
        "numPortBuffers": 52,
        "hpwl_mm": 6.076,
    },
    "worst_hold_path": {
        "worst_hold_startpoint": "b[3]",
        "min_path_type": "in -> out",
    },
}
[layout make-up]
cell class	count	area (µm²)	share of cell area (%)
multi-input combinational	304	2301	72.40
timing repair buffer	57	558.0	17.56
inverter	50	187.7	5.906
tap	105	131.4	4.134
[path summary, 6_finish.rpt]
check             cells after the start        end  slack [ns]
setup / recovery                     12       zero        1.64
hold / removal                        7  result[3]        4.99
[logic make-up (layout without fill, tap and decap cells)]
kind of cell	Yosys count	in the layout
mux	9	9
fa+ha+maj	51	51
buf+inv	72	107
compound gates	133	133
simple gates	106	106
xor+xnor	5	5
[metrics by stage]
stage	total power, W	utilization, %	area (µm²)	setup slack (ns)
after global placement	0.0001919	38.29	3178	1.704
after CTS	0.0001935	38.29	3178	1.665
after detailed placement	0.0001921	38.29	3178	1.681
final	0.0001944	38.29	3178	1.639
after global routing	0.0002153	38.29	3178	1.397
after floorplan	0.0001196	-	2603	3.052
[power breakdown]
| part | total (W) | internal [W] | switching (W) | leakage, nW |
|---|---|---|---|---|
| Combinational | 0.000194 | 0.0000929 | 0.000101 | 1.44 |
| Sequential | 0 | 0 | 0 | 0 |
| Clock | 0 | 0 | 0 | 0 |
[cell usage after synthesis (3+ instances only)]
cell type,count
nor3b_1,5
a211oi_1,5
a211o_1,4
o2bb2ai_1,3
o21ai_0,24
nand2b_1,4
o21bai_1,5
buf_2,10
nor2_1,30
nand4_1,4
o211ai_1,6
ha_1,49
nor2b_1,8
o2111ai_1,3
o22ai_1,6
a31oi_1,4
o211a_1,3
o311ai_0,3
nand3_1,6
or2_2,4
clkbuf_1,9
mux2i_1,7
inv_1,50
a21oi_1,27
a21o_1,7
a221oi_1,4
o31ai_1,4
and3_1,4
nand2_1,21
a41oi_1,3
xnor2_1,3
[critical path, stage by stage]
cell	delay (ns)
clkdlybuf4s50_1	0.46
buf_4	0.32
nor2_1	0.20
xnor2_1	0.67
buf_4	0.27
nor2_1	0.06
and4_1	0.20
a211o_1	0.29
a2111o_1	0.35
or4_1	0.41
nor4_2	0.26
clkdlybuf4s50_1	0.51
[layer usage]
layer	global-route usage (%)	routed length (µm)	vias up	part of all wire, %
met1	25.72	3718	1265	49
met4	1.641	25	0	0.33
met3	0.6488	531	4	7.0
met2	27.08	3320	120	44
met5	0	0	-	0
li1	-	-	1434	-
[cells in the final DEF (no fill, tap or decap), types with 6 or more instances in the layout]
| cell | Yosys | routed |
|---|---|---|
| o22ai_1 | 6 | 6 |
| clkdlybuf4s50_1 | 0 | 52 |
| nand3_1 | 6 | 6 |
| inv_1 | 50 | 50 |
| nand2_1 | 21 | 21 |
| o211ai_1 | 6 | 6 |
| ha_1 | 49 | 49 |
| nor2_1 | 30 | 30 |
| o21ai_0 | 24 | 24 |
| mux2i_1 | 7 | 7 |
| nor2b_1 | 8 | 8 |
| a21oi_1 | 27 | 27 |
| a21o_1 | 7 | 7 |
Power is estimated from default activity; no workload was simulated.
