File: design/flow/constraint.sdc
current_design im

set clk_period 2.3
set clk_io_pct 0.2

create_clock -name clk0 -period $clk_period

set non_clock_inputs [all_inputs -no_clocks]
set_input_delay [expr $clk_period * $clk_io_pct] -clock clk0 $non_clock_inputs
set_output_delay [expr $clk_period * $clk_io_pct] -clock clk0 [all_outputs]
File: design/flow/config.mk
export PLATFORM = sky130hd
export DESIGN_NAME = im
export DESIGN_NICKNAME = im
export VERILOG_FILES = /design/flow/design.v
export SDC_FILE = /design/flow/constraint.sdc
export NUM_CORES = 4
export LEC_CHECK = 1
export CORE_AREA = 10 10 70 70
export DIE_AREA = 0 0 80 80
export SYNTH_HDL_FRONTEND = slang
File: design/flow/design.v
module im (  
  input [15:0] pc,  
  output wire [15:0] instr  
 );  
      wire [3:0] addr = pc[4:1];  
      reg [15:0] rom[15:0];  
      initial  
      begin  
                rom[0] = 16'b1000000110000000;  
                rom[1] = 16'b0010110010110010;  
                rom[2] = 16'b1101110001100111;  
                rom[3] = 16'b1101110111011001;  
                rom[4] = 16'b1111110110110001;  
                rom[5] = 16'b1100000001111011; 
                rom[6] = 16'b0000000000000000;  
                rom[7] = 16'b0000000000000000;  
                rom[8] = 16'b0000000000000000;  
                rom[9] = 16'b0000000000000000;  
                rom[10] = 16'b0000000000000000;  
                rom[11] = 16'b0000000000000000;  
                rom[12] = 16'b0000000000000000;  
                rom[13] = 16'b0000000000000000;  
                rom[14] = 16'b0000000000000000;  
                rom[15] = 16'b0000000000000000;  
      end  
      assign instr = (pc[15:0] < 32 )? rom[addr[3:0]]: 16'd0;  
 endmodule   
File: design/flow/run.sh
#!/bin/bash
# OpenROAD 26Q1-2900-gdf79404cd8, Yosys 0.63+post, stock flow scripts
make -C /OpenROAD-flow-scripts/flow DESIGN_CONFIG=/design/flow/config.mk WORK_HOME=/design/flow/orfs finish
==> flow_summary.json <==
{
  "grt_overflow_total": 0,
  "grt_start_max_net_pins": 16,
  "wirelength_um": 1750,
  "regArea_um2": 0,
  "synthAoiAreaFrac": 0.370,
  "dieArea_um2": 6400,
  "dr_total_vias": 504,
  "status": "completed",
  "layout-drive-gt1-share": 0.640,
  "grt_pass1_vias": 557,
  "synth_warnings": 0,
  "vias_per_cell": 3.82,
  "dr.pass1.iters": 4,
  "cp_max_fo": 5,
  "hold_violations": 0,
  "syn_inst": 46,
  "clock_power_share": 0,
  "gp_congestion": 0.768,
  "area_growth_pct": 144,
  "p_switching_uw": 45.2,
  "ys_types": 18,
  "holdWs_ns": 1.38,
  "ys_seq_share": 0,
  "clockBufferCount": 0,
  "design.seq.count": 0,
  "drt_first_iter_violations": 23,
  "fp_util": 0.113,
  "ys_sh_xor": 0,
  "arrival_ns": 1.77,
  "seq_power_share": 0,
  "slew_violations": 0,
  "p_int_uw": 48.0,
  "fin_setup_tns_ns": 0,
  "post-route-drc-count": 0,
  "core_area_um2": 3420,
  "pwr-share-comb": 1.000,
  "endpoint": "instr[13]",
  "cap_violations": 0,
  "cp.required_ns": 1.84,
  "track_usage": 0.0517,
  "finalSetupViolations": 0,
  "finalClockPeriodUsage": 0.968,
  "yosys_area_um2": 385,
  "switching_share": 0.485,
  "tool_warnings": 38,
  "crit_path_start_kind": "primary input",
  "final_antenna_net_count": 0,
  "crit_slowest_cell": "clkdlybuf4s50_1",
  "grt_setup_unrepaired": "no",
  "grt_pass1_wl_um": 2790,
  "cp-end-kind": "primary output",
  "simple_gate_area_frac": 0.286,
  "leakagePower_uw": 0.000425,
  "hpwl_um": 1220,
  "lay_top_cells": "15 x buf_2, 8 x a211oi_2, 7 x buf_4",
  "routedWlPerCell_um": 13.3,
  "cp-startpoint": "pc[7]",
  "topCombFamilyByArea": "AND-OR/OR-AND gates",
  "die_h_um": 80,
  "ys_cells": 46,
  "finalCriticalPeriod_ns": 2.23,
  "synthesis.area_um2": 385,
  "clock.fmax_ghz": 0.449,
  "mux_share": 0,
  "ir_drop_mv": 0.0423,
  "max_stage_delay_ns": 0.44,
  "antenna_found_initial": 0,
  "io_pins": 32,
  "lay_top_count": "buf_2",
  "synth.avg_cell_area_um2": 8.38,
  "p_per_area_nw_per_um2": 99.3,
  "cp_cell_sequence": "clkdlybuf4s50_1 > nor4_4 > nand2_4 > buf_12 > a211oi_2 > buf_2",
  "worstHoldPathType": "primary input to primary output",
  "row_count": 21,
  "crit_type": "primary input to primary output",
  "ys_sh_adder": 0.195,
  "io_buffers": 30,
  "fp.dieW_um": 80,
  "diodes": 0
}
## metrics by stage
step                total power (uW)  instance area, um^2  utilization  instances  setup slack (ns)
floorplan                       27.6                  385            -         46             0.415
global placement                71.2                  798        0.234        124            -0.506
detailed placement              71.9                  798        0.234        124            -0.491
CTS                             82.1                  882        0.258        131           0.00553
global route                     101                  938        0.275        132            0.0135
finish                          93.2                  938        0.275        132            0.0742
## power groups by stage
stage,combinational (uW),sequential (uW),clock [uW]
4_1_cts,82.1,0,0
6_report,93.2,0,0
5_1_grt,101,0,0
## cell usage after synthesis, drive strengths merged
cell	number	area, um^2
a2111oi	2	30.0
a211oi	8	100
a21oi	1	5.00
buf	6	42.5
conb	1	3.75
ha	6	75.1
inv	3	11.3
nand2	5	18.8
nand2b	5	31.3
nor2	1	3.75
nor2b	1	6.26
nor3	2	20.0
nor4	3	18.8
o21a	1	7.51
or4	1	11.3
## final cells by class
cell class	count	area [um^2]
Tap cell	46	57.6
Timing Repair Buffer	46	432
Inverter	3	11.3
Multi-Input combinational cell	37	438
Fill cell	368	2480
## worst min-delay path by stage
stage	startpoint	end	slack [ns]	depth (start not counted)
finish	pc[15]	instr[15]	1.38	5
CTS	pc[12]	instr[2]	1.41	4
global route	pc[15]	instr[15]	1.41	5
## per-layer routing
| metal | GRT usage | up-vias | share of wire |
|---|---|---|---|
| met5 | 0 | - | 0 |
| met4 | 0 | 0 | 0 |
| met3 | 0.0250 | 0 | 0.12 |
| met2 | 0.0690 | 26 | 0.41 |
| met1 | 0.0766 | 231 | 0.47 |
| li1 | - | 247 | - |
## worst max-delay path, delay by kind of cell
family	cells	cell delay, ns
AND-OR/OR-AND	1	0.20
buffers and inverters	3	0.76
AND/OR/NAND/NOR	2	0.35
## kinds of logic (layout without fill, tap and decap cells)
group,Yosys count,in the layout
AND/OR/NAND/NOR,18,18
AND-OR/OR-AND,12,12
buffers and inverters,9,49
other,1,1
adder cells (fa/ha/maj),6,6
## what timing repair did
item / 4_1_cts / 5_1_grt
resized: 74 / 14
cloned: 2 / 0
buffers inserted: 5 / 1
endpoints found under the setup margin: 15 / 15
hold buffers: 0 / 0
pin swaps: 11 / 10
Power figures rest on the tool's default switching activity, not on a simulated workload.
